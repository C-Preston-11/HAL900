<file path="flow/design.v">
module pwmbox1 (input clk, output [1:0] out);
reg [9:0] counter = 0;         
reg [1:0] pwmout;              
always@(posedge clk)         
begin
	if (counter < 1000)          
		 counter <= counter + 1;           
	else 
		 counter <= 0;
			if (counter < 57)                 
					pwmout[1] <= 1;
			else
					pwmout[1] <= 0;
			if (counter < 27)                 
					pwmout[0] <= 1;
			else 
					pwmout[0] <= 0;
end	
assign out[1] = pwmout[1];          
assign out[0] = pwmout[0];
endmodule
</file>
<file path="flow/run.sh">
#!/bin/bash
# OpenROAD 26Q1-2900-gdf79404cd8, Yosys 0.63+post, stock flow scripts
make -C /OpenROAD-flow-scripts/flow DESIGN_CONFIG=/design/flow/config.mk WORK_HOME=/design/flow/orfs finish
</file>
<file path="flow/config.mk">
export PLATFORM = sky130hd
export DESIGN_NAME = pwmbox1
export DESIGN_NICKNAME = pwmbox1
export VERILOG_FILES = /design/flow/design.v
export SDC_FILE = /design/flow/constraint.sdc
export NUM_CORES = 4
export LEC_CHECK = 1
export CORE_AREA = 10 10 70 70
export DIE_AREA = 0 0 80 80
</file>
<file path="flow/constraint.sdc">
current_design pwmbox1

set clk_period 1.7
set clk_io_pct 0.2

create_clock -name clk0 -period $clk_period [get_ports {clk}]

set non_clock_inputs [all_inputs -no_clocks]
set_input_delay [expr $clk_period * $clk_io_pct] -clock clk0 $non_clock_inputs
set_output_delay [expr $clk_period * $clk_io_pct] -clock clk0 [all_outputs]
</file>
==> impl_metrics.toml <==
# physical design summary
[floorplan]
num_rows = 21
core_um2 = 3420
die_width_um = 80
dieArea_um2 = 6400
die_y_um = 80
io_pins = 3
core_util_floorplan_pct = 16.4

[timing]
tightest_slew_ns = 0.330
finalCriticalPeriod_ns = 1.43
rsz0062_at_grt = "false"
finalCritPeriodShare_pct = 83.9
hold_violations = 0
slew_headroom_pct = 77.9
slew_violations = 0
setup_viol = 0
fin_tns_setup_ns = 0
fin_ws_ns = 0.275
finalClockSkew_ns = 0.00148
fmax_ghz = 0.702

[synthesis]
synthCells = 63
ys_warn_count = 1
syn_area_per_cell_um2 = 8.90
ys_cells = 63
ys_chip_area_um2 = 561
yosysUniqueCellTypes = 24
syn_area_um2 = 561
ys_seq_share_pct = 42.9
ys_ff = 12

[detailed_routing]
insertedDiodeCount = 0
via_per_inst = 3.95
drc_errors = 0
routed_wl_um = 932
via_count = 446
wl_per_cell_um = 8.25
drtIter0Drc = 12
dr.pass1.iters = 4
ant_nets = 0

[power]
ir_worst_vdd_uv = 402
p_leak_uw = 0.000212
p_seq_share_pct = 63.5
comb_power_share_pct = 0
p_int_uw = 363
power.density_nw_per_um2 = 677
swShare_pct = 18.0
switchingPower_uw = 79.6
clockPowerShare_pct = 36.5

[clock_tree]
postCtsSetupRepairBufs = 0
cts_tree = "yes"
ctsRootBufferMaster = "clkbuf_4"
cts.sink_count = 12
htree_levels = 1
clockBufferDepth = 2
cts_hold_buf = 0
clk_pin_slew_ns = 0.07
worstSkewPairLatency_ns = 0.26
numCtsBuffers = 3
cts_resized = 0

[final_layout]
area_delta_synth_final_pct = 16.5
lay_top_cells = "dfxtp_1, nor2_1, inv_1"
lay_top_count = "dfxtp_1"
drive_above_1_share_pct = 11.9

[setup_path]
slowest_delay_ns = 0.50
arrival_ns = 1.56
path_cells = "nand4_2 > nor3_4 > o221ai_1"
cp-start-kind = "flip-flop"
cp-end-kind = "flip-flop"
cp_max_fo = 9
critPathRequiredTime_ns = 1.83
path_class = "flip-flop to flip-flop"
cpMaxStageDelayCell = "dfxtp_1"

[global_routing]
track_usage_pct = 3.08
grt.overflow.total = 0
antenna_found_initial = 0
grt_pass1_wl_um = 1670
grt_start_max_net_pins = 10
grt_pass1_vias = 408

[placement]
dp_slack_ns = 0.290
port_buffers = 2
gp_congestion = 0.778
hpwlAfterDp_um = 718

[min_path]
hold_class = "flip-flop to flip-flop"

[outcome]
status = "complete, no violations"

[job]
warnings = 26
max_cap_viol_count = 0
## per-stage QoR
stage / cell area [µm²] / utilization [%] / hold WS (ns) / std cells / total power (µW)
global route: 653 / 19.1 / 0.503 / 113 / 468
CTS: 653 / 19.1 / 0.466 / 113 / 452
detailed placement: 631 / 18.5 / 0.451 / 110 / 287
finish: 653 / 19.1 / 0.460 / 113 / 442
floorplan: 561 / - / 0.430 / 63 / 287
global placement: 631 / 18.5 / 0.452 / 110 / 287
## metal layers
layer	vias to the layer above	wire [µm]	part of all wire (%)	track usage, %
li1	229	-	-	-
met1	214	455	49	4.21
met2	3	447	48	4.74
met3	0	29	3.1	0.909
met4	0	0	0	0.528
met5	-	0	0	0
## area by class of cell
class | count | area [µm²]
Tap cell | 46 | 57.6
Timing Repair Buffer | 2 | 20.0
Fill cell | 397 | 2760
Clock buffer | 3 | 22.5
Inverter | 8 | 30.0
Sequential cell | 12 | 240
Multi-Input combinational cell | 42 | 283
## final timing paths
check | slack [ns] | start | cells past startpoint | end
max reg2reg | 0.27 | counter[5] | 3 | counter[6]
max | 0.27 | counter[5] | 3 | counter[6]
min | 0.46 | counter[0] | 1 | counter[0]
min reg2reg | 0.46 | counter[0] | 1 | counter[0]
## Yosys cell counts
| cell type | instances | area (µm²) |
|---|---|---|
| a21oi_1 | 2 | 10.0 |
| a21oi_2 | 1 | 8.76 |
| buf_4 | 1 | 7.51 |
| dfxtp_1 | 12 | 240 |
| ha_1 | 2 | 25.0 |
| inv_1 | 8 | 30.0 |
| nand2_1 | 3 | 11.3 |
| nand3_1 | 3 | 15.0 |
| nand3_2 | 1 | 10.0 |
| nand4_1 | 1 | 6.26 |
| nand4_2 | 1 | 12.5 |
| nor2_1 | 9 | 33.8 |
| nor2b_1 | 1 | 6.26 |
| nor3_1 | 1 | 5.00 |
| nor3_4 | 1 | 16.3 |
| o21ai_0 | 3 | 15.0 |
| o221ai_1 | 2 | 17.5 |
| o311ai_0 | 1 | 8.76 |
| o31ai_1 | 1 | 7.51 |
| o41ai_1 | 1 | 8.76 |
| or3_1 | 2 | 12.5 |
| or4_1 | 2 | 15.0 |
| or4_4 | 1 | 11.3 |
| xnor2_1 | 3 | 26.3 |
## critical path, delay by kind of cell, from the launching register on
family	cells	cell delay, ns
flops	1	0.50
compound gates	1	0.17
simple gates	2	0.62
## flip-flops by register name, indices dropped and copies added, names as in the netlist
name     cells
counter     10
pwmout       2
## kinds of logic (layout without fill, tap and decap cells)
family / count (synthesis) / after routing / synth area share, %
adder cells (fa/ha/maj): 2 / 2 / 4.46
AND-OR/OR-AND: 11 / 11 / 13.6
flip-flops: 12 / 12 / 42.9
XOR/XNOR: 3 / 3 / 4.69
buffers and inverters: 9 / 13 / 6.70
AND/OR/NAND/NOR: 26 / 26 / 27.7
## power groups by stage
stage     logic, µW  registers, µW  clock network, µW
6_report   0.000102            281                161
5_1_grt    0.000102            281                187
4_1_cts    0.000102            281                171
No activity file was given, so power comes from the tool's default toggle rates.
