File: ./design.v
`timescale 1ms/1ms
module servo_sequence1(
	input clkin, switch, output servout);
reg [9:0] counter = 0;
reg [7:0] pulsewidth;
reg [2:0] sequence = 3'b000;
reg [2:0] nsequence = 3'b000;
reg [24:0] halfsecond = 25'd25000000;
reg [24:0] timecount = 0;
reg halfsecondf = 0;
always @(posedge clkin) begin    
	if (halfsecondf)
	sequence <= nsequence;
end
always @(posedge clkin) begin
if(switch)
begin
	if (timecount < halfsecond)
	begin
		timecount <= timecount + 1'b1;
		halfsecondf <= 1'b0;           
	end
	else
	begin
		halfsecondf <= 1'b1;           
		timecount <= 1'b0;
	end
	end
	end
always @(negedge clkin) begin
	case(sequence)
	3'b000: if (!switch) 
			  nsequence = 3'b000;     
			  else
			  nsequence = 3'b001;
	3'b001: nsequence = 3'b010;     
	3'b010: nsequence = 3'b011;
	3'b011: nsequence = 3'b100;
	3'b100: nsequence = 3'b101;
	3'b101: nsequence = 3'b000;
endcase
end
always @(posedge clkin) begin   
	if (counter < 1000) begin
	counter <= counter + 1'b1;   
	case (sequence)
		3'b000: pulsewidth <= 27;   
		3'b001: pulsewidth <= 40; 
		3'b010: pulsewidth <= 40; 
		3'b011: pulsewidth <= 50; 
		3'b100: pulsewidth <= 35; 
		3'b101: pulsewidth <= 57; 
		default: pulsewidth <= 27;  
	endcase
	end
		else 
			counter <= 1'b0;    
end
	assign servout = (counter < pulsewidth);
	endmodule
File: ./run.sh
#!/bin/bash
# OpenROAD 26Q1-2900-gdf79404cd8, Yosys 0.63+post, stock flow scripts
make -C /OpenROAD-flow-scripts/flow DESIGN_CONFIG=/design/flow/config.mk WORK_HOME=/design/flow/orfs finish
File: ./config.mk
export PLATFORM = sky130hd
export DESIGN_NAME = servo_sequence1
export DESIGN_NICKNAME = servo_sequence1
export VERILOG_FILES = /design/flow/design.v
export SDC_FILE = /design/flow/constraint.sdc
export NUM_CORES = 4
export LEC_CHECK = 1
export CORE_UTILIZATION = 30
File: ./constraint.sdc
current_design servo_sequence1

set clk_period 4.8
set clk_io_pct 0.2

create_clock -name clk0 -period $clk_period [get_ports {clkin}]

set non_clock_inputs [all_inputs -no_clocks]
set_input_delay [expr $clk_period * $clk_io_pct] -clock clk0 $non_clock_inputs
set_output_delay [expr $clk_period * $clk_io_pct] -clock clk0 [all_outputs]
==> results.yml <==
# synthesis and place-and-route metrics
global_routing:
  antenna_found_initial: 0
  grt_pass1_wl_um: 6240
  grt_pass1_vias: 1330
  overflow: 0
  grt_usage_pct: 9.61
  grt_max_degree: 27
power:
  finalPower_mw: 0.861
  vdd_ir_drop_max_v: 0.000174
  leakage_nw: 0.948
  p_per_area_mw_per_mm2: 334
clock_network:
  cts_made_buffers: 5
  cts_hold_buf: 0
  cts_root_buf: "clkbuf_8"
  cts_tree: "yes"
  clkLatencyLatePin_ns: 0.36
  clk_pin_slew_ns: 0.09
  htree_num_levels: 2
  clk_path_buf_depth: 2
  ctsResizeCount: 0
  cts_setup_buffers: 0
  cts_sinks: 47
critical_path:
  crit_fanout: 3
  crit_slowest_cell: "clkdlybuf4s50_1"
  path_class: "in2reg"
  crit_family: "buffers and inverters"
  cp-start-kind: "primary input"
  path_common_cell: "nor2_1"
  critPathArrivalTime_ns: 1.79
  path_cells: "clkdlybuf4s50_1, nor2_1, nor2_1, o221a_2"
  endpoint_kind: "flop"
  crit_buf_inv: 1
  required_ns: 2.49
  critPathMaxStageDelay_ns: 0.44
sta:
  hold_viol: 0
  finalSetupTns_ns: 0
  drv_slew: 0
  finClkSkew_ns: 0.0649
  max_slew_margin_pct: 45.2
  rsz0062_at_grt: "false"
  setup_viol: 0
  tightest_slew_ns: 0.821
  setup_ws_ns: 0.706
routing:
  top_layer_used: "met4"
  drt_iter0_drc: 72
  met3_length_um: 148
  diodes: 0
  viasPerCell: 4.59
  wirelength_met1_um: 1900
  wl_met2_um: 1470
  drt_wl_total_um: 3550
  drc_errors: 0
  firstDrtPassIters: 4
  drtAntennaViolNets: 0
  avgRoutedWirePerCell_um: 11.3
  vias: 1438
logic_synthesis:
  ys_area_mm2: 0.00234
  ys_ff: 47
  yosysSeqAreaShare_pct: 56.0
  synth_top_area_share_pct: 47.5
  yosysWarnings: 1
  yosys.area.top_type: "edfxtp_1"
  synth.avg_cell_area_um2: 11.4
  synth_area_mm2: 0.00234
  yosysCellCount: 205
  yosysUniqueCellTypes: 36
  synth_cells: 205
  topCellsByArea: "edfxtp_1 (47%), dfxtp_1 (8.6%), xor2_1 (6.7%)"
floorplan:
  fp-row-count: 31
  ios: 3
  fp-utilization_pct: 31.6
  die_w_um: 90.3
  chipHeight_um: 90.3
  die_area_mm2: 0.00816
  core_area_mm2: 0.00741
finish:
  final_layout_top_logic_cells: "edfxtp_1 (37), nor2_1 (32), xor2_1 (18), nand3_1 (13)"
  syn_to_final_growth_pct: 10.3
  final_common_cell: "edfxtp_1"
  drive_above_1_share_pct: 11.7
hold_path:
  hold_class: "reg2reg"
placement:
  port_buffers: 2
  post-place-ws_ns: 0.355
  hpwl_um: 2290
  place_congestion: 0.758
job:
  maxCapViolCount: 0
  openroad.warnings: 28
run_status:
  outcome: "completed"
## worst paths after layout
| check | startpoint | to | slack (ns) | depth (start not counted) |
|---|---|---|---|---|
| setup reg to reg | sequence[1]$_DFFE_PP_ | nsequence[2]$_DFFE_NP_ | 1.20 | 3 |
| hold / removal | counter[0]$_SDFF_PP0_ | counter[0]$_SDFF_PP0_ | 0.49 | 1 |
| hold reg to reg | counter[0]$_SDFF_PP0_ | counter[0]$_SDFF_PP0_ | 0.49 | 1 |
| setup / recovery | switch | nsequence[0]$_DFFE_NP_ | 0.71 | 4 |
## per-layer routing
metal | vias up | track usage (%)
met2 | 21 | 13.2
met3 | 4 | 2.56
li1 | 742 | -
met5 | - | 0
met4 | 0 | 1.08
met1 | 671 | 16.3
## state kept, by name, summed over array words and instances, names as in the netlist
signal       count
halfsecondf      1
pulsewidth       5
counter         10
sequence         3
nsequence        3
timecount       25
## cells in the mapped netlist
library cell and number:
a211o_1 1, a211oi_1 1, a21boi_4 1, a21o_1 2, a21oi_1 5, a31oi_1 1, and2_1 3, and3_1 3
and3_4 2, and4_1 1, buf_6 2, clkbuf_1 2, dfxtp_1 10, edfxtp_1 37, ha_1 6, inv_1 8
nand2_1 10, nand2b_1 3, nand3_1 13, nand4_1 9, nand4b_1 1, nor2_1 32, nor2_2 9, nor2b_1 2
nor3_1 2, nor3_4 2, o211a_1 1, o211ai_1 1, o211ai_4 1, o21a_1 1, o21ai_0 2, o221a_2 1
or2_2 1, or4_1 1, xnor2_1 10, xor2_1 18
## final cells by class
| class | count | area (µm²) |
|---|---|---|
| Inverter | 7 | 26.3 |
| Timing Repair Buffer | 3 | 27.5 |
| Clock inverter | 5 | 50.0 |
| Tap cell | 99 | 124 |
| Sequential cell | 47 | 1310 |
| Multi-Input combinational cell | 146 | 970 |
| Fill cell | 720 | 4830 |
| Clock buffer | 6 | 72.6 |
## worst reg2reg max path: stages (launching register included)
cell      delay [ns]
edfxtp_1        0.49
nand2b_1        0.23
o21a_1          0.13
and2_1          0.17
## kinds of logic (layout without fill, tap and decap cells)
logic type,Yosys count,in the layout,share of synthesized area (%)
AND/OR/NAND/NOR,94,94,21.4
adder cells (fa/ha/maj),6,6,3.21
XOR/XNOR,28,28,10.5
buffers and inverters,12,21,2.57
flip-flops,47,47,56.0
AND-OR/OR-AND,18,18,6.36
## power breakdown
| part | leakage, nW | switching, mW | internal, mW | total [mW] |
|---|---|---|---|---|
| Clock | 0.0718 | 0.143 | 0.161 | 0.304 |
| Combinational | 0.429 | 0.0317 | 0.0258 | 0.0576 |
| Sequential | 0.447 | 0.0248 | 0.475 | 0.500 |
## per-stage QoR
step	utilization [%]	cell area, µm²	hold slack (ns)	std cells
after floorplan	-	2340	0.437	205
after global placement	33.2	2460	0.463	303
after detailed placement	33.2	2460	0.473	303
after CTS	34.8	2580	0.494	313
after global routing	34.8	2580	0.524	313
final	34.8	2580	0.495	313
Power and IR drop assume default switching activity.
