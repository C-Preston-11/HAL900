<file path="design.v">
module freqdiv(input in,output reg out);
reg [8:0] counter;       
always @(posedge in) 
	if (counter < 500)    
begin
	counter <= counter + 1;
	end
else
	begin
	counter <= 0;       
	out <= ~out;          
	end
endmodule
</file>
<file path="run.sh">
#!/bin/bash
# OpenROAD 26Q1-2900-gdf79404cd8, Yosys 0.63+post, stock flow scripts
make -C /OpenROAD-flow-scripts/flow DESIGN_CONFIG=/design/flow/config.mk WORK_HOME=/design/flow/orfs finish
</file>
<file path="config.mk">
export PLATFORM = sky130hd
export DESIGN_NAME = freqdiv
export DESIGN_NICKNAME = freqdiv
export VERILOG_FILES = /design/flow/design.v
export SDC_FILE = /design/flow/constraint.sdc
export NUM_CORES = 4
export LEC_CHECK = 1
export CORE_AREA = 10 10 70 70
export DIE_AREA = 0 0 80 80
</file>
<file path="constraint.sdc">
current_design freqdiv

set clk_period 1.9
set clk_io_pct 0.2

create_clock -name clk0 -period $clk_period [get_ports {in}]

set non_clock_inputs [all_inputs -no_clocks]
set_input_delay [expr $clk_period * $clk_io_pct] -clock clk0 $non_clock_inputs
set_output_delay [expr $clk_period * $clk_io_pct] -clock clk0 [all_outputs]
</file>
==> results.yml <==
# physical design summary
floorplanning:
  die_area_mm2: 0.00640
  rows: 21
  initCoreUtil_pct: 13.2
  io_pins: 2
  coreArea_mm2: 0.00342
  dieWidth_um: 80
  die_h_um: 80
synth:
  synthCells: 49
  yosysTopAreaCellShare_pct: 40.1
  ys_cells: 49
  yosys.area.top_type: "dfxtp_1"
  synth.area.top_cells: "dfxtp_1, edfxtp_1, o31ai_1"
  synth_cell_types: 21
  synth_warnings: 1
  synth_async_sr_flop_share_pct: 0
  ff_type: "dfxtp_1"
  avgSynthCellArea_um2: 9.17
  ys_area_um2: 449
  ys.flops: 10
  syn-cell-area_um2: 449
  edf_count: 1
  ys_seq_share_pct: 46.8
finish:
  seq_area_um2: 210
  areaGrowthSynthToFinish_pct: 20.9
  lay_top_cells: "dfxtp_1, inv_1, nand3_1, nor2_1, o21ai_0"
  logic_area_um2: 220
  final_common_cell: "dfxtp_1"
  drive_above_1_share_pct: 13.0
  num-fill-cells: 400
grt:
  grt_pass1_vias: 371
  grt_pass1_wl_um: 1480
  grt_usage_pct: 2.73
  grt_max_degree: 8
  grt_overflow: 0
  antenna_found_initial: 0
clock_tree:
  cts-root-buf: "clkbuf_4"
  cts_resized: 0
  clk_latency_ns: 0.26
  clk_pin_slew_ns: 0.06
  cts_tree: "yes"
  cts-htree-levels: 1
  clock-sinks: 10
  post-cts-setup-buffers: 0
  cts_hold_buf: 0
  ctsLongestPathBuffers: 2
  cts_buffers: 3
final_timing:
  slew_headroom_pct: 77.2
  skew_ns: 0.000902
  hold_viol_final: 0
  tightestPinTransition_ns: 0.340
  setup_slack_ns: 0.458
  rsz0062_at_grt: "no"
  min_period_ns: 1.44
  finalSetupViolations: 0
  hold_slack_ns: 0.482
  drv_slew: 0
  period_used_pct: 75.9
  tns_ns: 0
  fmaxAchievable_mhz: 694
power:
  p_total_w: 0.000366
  p_leak_nw: 0.202
  max-vdd-ir-drop_uv: 261
  powerDensity_mw_per_mm2: 674
routing:
  num_vias: 402
  drt_iter0_markers: 27
  avgRoutedWirePerCell_um: 8.34
  dr.pass1.iters: 4
  num_antenna_cells: 0
  viasPerCell: 4.02
  antenna_left: 0
  drt_wl_total_um: 834
  drc_errors: 0
job:
  drv_cap: 0
  warning_count: 25
setup_path:
  cp.arrival_ns: 1.06
  required_ns: 1.52
  cp_top_family: "buffers and inverters"
  crit_start: "out$_DFFE_PP_"
  crit_chain: "clkdlybuf4s50_1"
  worstPathMaxFanout: 2
  cp-end-kind: "output pin"
  cp_slowest_cell: "clkdlybuf4s50_1"
  reg2reg_from: "counter[6]$_SDFF_PP0_"
  worst-path-buf-inv: 1
  path_class: "reg2out"
  start_kind: "flop"
  critical_path.max_stage_delay_ns: 0.46
worst_hold_path:
  hp-start: "counter[0]$_SDFF_PP0_"
  hold_path_class: "reg2reg"
run_status:
  status: "finished, final reports clean"
placement:
  io_buffers: 1
  post-place-ws_ns: 0.646
  hpwl_um: 613
  gp_congestion: 0.879
[per-layer routing]
metal / GRT usage (%) / up-vias / wire length (um)
li1: - / 191 / -
met4: 0.880 / 0 / 26
met5: 0 / - / 0
met3: 1.48 / 4 / 113
met1: 3.47 / 181 / 349
met2: 3.85 / 26 / 345
[stage by stage]
step                      instances  instance area, um2  util, %
after floorplan                  49                 449        -
after global placement           96                 517     15.1
after detailed placement         96                 517     15.1
after CTS                       100                 543     15.9
after global routing            100                 543     15.9
final                           100                 543     15.9
[worst paths after layout]
path | cells past startpoint | endpoint | slack, ns
max | 1 | out | 0.46
min | 1 | counter[0]$_SDFF_PP0_ | 0.48
max reg2reg | 2 | out$_DFFE_PP_ | 0.62
min reg2reg | 1 | counter[0]$_SDFF_PP0_ | 0.48
[cell usage after synthesis (2+ instances only)]
master    n
o221ai_1  2
or3_1     3
nor2_1    4
o31ai_1   3
o21ai_0   4
dfxtp_1   9
nand3_1   4
inv_1     5
nand2_1   3
[sequential cells by signal, indices dropped and copies added, names as in the netlist]
signal / count
counter: 9
out: 1
[cell type report]
type | instances | share of cell area [%]
Multi-Input combinational cell | 34 | 40.6
Sequential cell | 10 | 38.7
Tap cell | 46 | 10.6
Clock buffer | 4 | 4.84
Inverter | 5 | 3.46
Timing Repair Buffer | 1 | 1.84
[kinds of logic after synthesis]
kind of cell	share of synthesized area, %
and+or+nand+nor	23.4
AOI/OAI and AO/OA	20.9
DFF	46.8
buffers and inverters	4.18
xor gates and xnor gates	1.95
adders and majority gates	2.79
[where the power goes]
part | switching, W | internal [W] | leakage [nW] | total (W)
combinational | 0 | 0 | 0.103 | 0.000000000103
sequential | 0 | 0.000212 | 0.0841 | 0.000212
clock | 0.0000722 | 0.0000812 | 0.0150 | 0.000153
total | 0.0000722 | 0.000294 | 0.202 | 0.000366
No activity file was given, so power comes from the tool's default toggle rates.
